`flow/design.v`:
```
package reg_map_pkg;
localparam logic [31:0] R_RESET_CTRL = 32'hf800_0000;
localparam logic [31:0] BASE_ILA          = 32'hf810_0000;
localparam logic [31:0] BASE_ILA_RAM      = 32'hf810_0000;  
localparam logic [31:0] R_ILA_INFO        = 32'hf818_0000;  
localparam logic [31:0] R_ILA_CTRL_STATUS = 32'hf818_0004;  
localparam logic [31:0] BASE_SCRATCH_RAM  = 32'hf820_0000;
endpackage
`default_nettype none
module spi_slave (
	input wire clk,
  input wire spi_cs_n,
  input wire spi_clk,
  inout wire [3:0] spi_d,
  output wire [31:0] bus_addr,
  output wire [31:0] bus_wdata,
  output wire bus_wen
);
    typedef enum logic [2:0] {
        SPI_CMD,
        SPI_ADDR,
        SPI_DUMMY_0,
        SPI_WDATA,
        SPI_DUMMY_1
    } state_t;
    state_t state;
    logic [5:0] cntr;
    logic [15:0] reg_cmd;
    logic [31:0] reg_addr;
    logic [31:0] reg_data;
    always_ff @(posedge spi_clk or posedge spi_cs_n) begin
        if (spi_cs_n) begin
            state <= SPI_CMD;
            cntr <= 0;
        end else begin
            cntr <= cntr + 1;
            case (state)
              SPI_CMD: begin
                reg_cmd <= {reg_cmd[14:0], spi_d[0]};
                if (cntr == 15) begin
                  cntr <= 0;
                  state <= SPI_ADDR;
                end
              end
              SPI_ADDR: begin
                reg_addr <= {reg_addr[30:0], spi_d[0]};
                if (cntr == 31) begin
                  cntr <= 0;
                  state <= SPI_DUMMY_0;
                end
              end
              SPI_DUMMY_0: begin
                if (cntr == 7) begin
                  cntr <= 0;
                  state <= SPI_WDATA;
                end
              end
              SPI_WDATA: begin
                reg_data <= {reg_data[30:0], spi_d[0]};
                if (cntr == 31) begin
                  cntr <= 0;
                  state <= SPI_DUMMY_1;
                end
              end
              SPI_DUMMY_1: begin
              end
            endcase
        end
    end
    logic [2:0] sync;
    always_ff @(posedge clk) begin
      sync <= {sync[1:0], (state == SPI_DUMMY_1) ? 1'b1 : 1'b0};
    end
    assign bus_addr = reg_addr;
    assign bus_wdata = reg_data;
    assign bus_wen = ~sync[2] & sync[1];
endmodule
```
`flow/constraint.sdc`:
```
current_design spi_slave

set clk_period 1.0
set clk_io_pct 0.2

create_clock -name clk0 -period $clk_period [get_ports {clk}]
create_clock -name clk1 -period $clk_period [get_ports {spi_clk}]

set non_clock_inputs [all_inputs -no_clocks]
set_input_delay [expr $clk_period * $clk_io_pct] -clock clk0 $non_clock_inputs
set_output_delay [expr $clk_period * $clk_io_pct] -clock clk0 [all_outputs]
```
`flow/config.mk`:
```
export PLATFORM = sky130hd
export DESIGN_NAME = spi_slave
export DESIGN_NICKNAME = spi_slave
export VERILOG_FILES = /design/flow/design.v
export SDC_FILE = /design/flow/constraint.sdc
export NUM_CORES = 4
export LEC_CHECK = 1
export CORE_UTILIZATION = 30
```
`flow/run.sh`:
```
#!/bin/bash
# OpenROAD 26Q1-2900-gdf79404cd8, Yosys 0.63+post, stock flow scripts
make -C /OpenROAD-flow-scripts/flow DESIGN_CONFIG=/design/flow/config.mk WORK_HOME=/design/flow/orfs finish
```
==> GITHUB_STEP_SUMMARY <==
### Metrics collected by this job

| Metric | Value |
|---|---|
| Row cnt | 32 |
| Pre-Place Util | around a third |
| Gp weighted congestion | around 0.84 |
| Post-synthesis cell area | 2494 um2 |
| Synth mux share | 0% |
| Yosys cell count | 118 |
| Aoi share | 2.659% |
| Register area share after synthesis | ~91% |
| Synth flops | 78 |
| Status | stopped before the end |
| Stop err | [ERROR RSZ-0074] Failed to build tree from global routes for pin 'spi_d[0]' and net 'spi_d[0]' at grid (3450, 58650): found route to 2 pins, expected 1 |
| Io pins | about 72 |
| Simple Share, Synth | between 4 and 5% |
| Yosys synthesis chip area | approximately 2500 um2 |
| Post-Synth Adder-Cell Area | 0.5018% |
| Die X | a little over 90 um |
| Dpl hpwl | 3.042 mm |
| CTS Sinks | 78 |
| Post-synthesis xor/xnor area fraction | 1.405% |
| Synthesis Warnings | 1 |
| Halt Stage | 5_1_grt |
| Placed cell area | ~3700 um2 |
| Mean Syn Cell Area | between 20 and 25 um2 |
| Port Buf Inserts | 66 |
| Largest non-sequential cell family by area | simple AND/OR/NAND/NOR gates |
| Die H | between 90 and 100 um |
| Count of different cell masters after synthesis | 22 |
| Syn Inst Count | roughly 120 |
| Number of unconstrained endpoints | 4 |
| Largest net degree at the start of global routing | 17 |
[metrics by stage]
step	instances	hold WS (ns)	util (%)	setup TNS, ns	worst slack [ns]
2_1_floorplan	118	0.05172	-	-23.63	-0.3477
3_3_place_gp	329	0.2990	46.75	-29.65	-0.4303
3_5_place_dp	329	0.2990	46.75	-29.28	-0.4242
4_1_cts	380	0.3329	49.52	-18.64	-0.3254
[Yosys cell counts, drive strengths merged]
master | instances | share of area, %
dfrtp | 10 | 10
dfxtp | 3 | 2.4
o31ai | 2 | 0.60
a31oi | 3 | 0.75
nand3b | 1 | 0.30
o211a | 1 | 0.40
a21oi | 1 | 0.20
nor2b | 4 | 1.0
nor2 | 6 | 0.90
o21ai | 2 | 0.40
nor3 | 1 | 0.20
nor4b | 1 | 0.35
nand3 | 3 | 0.60
inv | 5 | 0.75
nand2 | 3 | 0.45
xnor2 | 3 | 1.1
dfstp | 1 | 1.1
a21o | 1 | 0.30
ha | 1 | 0.50
nor3b | 1 | 0.30
edfxtp | 64 | 77
xor2 | 1 | 0.35
[logic make-up after synthesis]
logic type | count (synthesis)
AOI/OAI and AO/OA | 10
and+or+nand+nor | 20
xor gates and xnor gates | 4
DFF | 78
adders and majority gates | 1
buffers and inverters | 5
[repair_timing]
item,CTS
cloned,3
hold endpoints to repair,2
buffers inserted,27
endpoints found under the setup margin,140
pin swaps,3
gates resized,206
hold buffers,1
